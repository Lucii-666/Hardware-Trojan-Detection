--- /design/flow/run.sh ---
#!/bin/bash
# OpenROAD 26Q1-2900-gdf79404cd8, Yosys 0.63+post, stock flow scripts
make -C /OpenROAD-flow-scripts/flow DESIGN_CONFIG=/design/flow/config.mk WORK_HOME=/design/flow/orfs finish
--- /design/flow/config.mk ---
export PLATFORM = sky130hd
export DESIGN_NAME = alu_16bit_clean
export DESIGN_NICKNAME = alu_16bit_clean
export VERILOG_FILES = /design/flow/design.v
export SDC_FILE = /design/flow/constraint.sdc
export NUM_CORES = 4
export LEC_CHECK = 1
export CORE_UTILIZATION = 40
--- /design/flow/constraint.sdc ---
current_design alu_16bit_clean

set clk_period 8.5
set clk_io_pct 0.2

create_clock -name clk0 -period $clk_period [get_ports {clk}]

set non_clock_inputs [all_inputs -no_clocks]
set_input_delay [expr $clk_period * $clk_io_pct] -clock clk0 $non_clock_inputs
set_output_delay [expr $clk_period * $clk_io_pct] -clock clk0 [all_outputs]
--- /design/flow/design.v ---
module alu_16bit_clean (
    input  [15:0] A,            
    input  [15:0] B,            
    input  [1:0]  op,           
    input         clk,          
    output reg [15:0] result,   
    output reg carry,           
    output reg zero,            
    output reg overflow,        
    output reg negative         
);
    localparam OP_ADD = 2'b00;
    localparam OP_SUB = 2'b01;
    localparam OP_AND = 2'b10;
    localparam OP_OR  = 2'b11;
    reg [16:0] temp_result;    
    always @(posedge clk) begin
        case (op)
            OP_ADD: begin
                temp_result = A + B;
                result = temp_result[15:0];
                carry = temp_result[16];
                overflow = (A[15] == B[15]) && (result[15] != A[15]);
            end
            OP_SUB: begin
                temp_result = A - B;
                result = temp_result[15:0];
                carry = temp_result[16];
                overflow = (A[15] != B[15]) && (result[15] != A[15]);
            end
            OP_AND: begin
                result = A & B;
                carry = 1'b0;
                overflow = 1'b0;
            end
            OP_OR: begin
                result = A | B;
                carry = 1'b0;
                overflow = 1'b0;
            end
            default: begin
                result = 16'b0;
                carry = 1'b0;
                overflow = 1'b0;
            end
        endcase
        zero = (result == 16'b0);
        negative = result[15];
    end
endmodule
==> out/metrics.yaml <==
synthesis:
  yosysWarnings: 1
  synthArstFlopShare_pct: 0
  edf_count: 0
  avgSynthCellArea_um2: 7.38
  yosysSeqAreaShare_pct: 13.5
  yosys-stat-area_um2: 2810
  numSynthFlops: 19
  syn_inst: 381
  yosys.cell_types.count: 64
  yosys_most_used_dff: "dfxtp_1"
  syn-cell-area_um2: 2810
  yosys-stat-cells: 381
critical_path:
  cp_slowest_stage_delay_ns: 0.56
  path_max_fanout: 4
  critical_path_required_ns: 8.67
  crit_start: "A[1]"
  crit_buf_inv: 2
  cp.arrival_ns: 5.31
  startpoint_type: "input pin"
  cpMostUsedCell: "or4_1"
  cp_cell_sequence: "clkdlybuf4s50_1 -> inv_1 -> ha_1 -> a211oi_1 -> nor2_1 -> o22ai_1 -> o21ai_0 -> a2111oi_0 -> o2111ai_1 -> or4_1 -> or4_1 -> nor4_2"
  path_class: "input pin to flip-flop"
  critPathCaptureType: "flip-flop"
  cp_slowest_cell: "clkdlybuf4s50_1"
  cpLargestDelayFamily: "AND-OR/OR-AND gates"
cells_and_area:
  fillers: 675
  drive_above_1_share_pct: 4.23
  final-comb-area_um2: 2160
  regArea_um2: 380
  layout-area-overhead-vs-synth_pct: 23.3
min_path:
  hold_path_depth: 3
  holdPathEnd: "carry"
  hp-class: "input pin to flip-flop"
  min_from: "B[15]"
global_routing:
  grt_util_met3_pct: 3.32
  grt_pass1_vias: 2511
  grt_pass1_wl_um: 12200
  use_met2_pct: 31.5
  grt-ovfl-total: 0
  met1_usage_pct: 33.1
  antenna_found_initial: 0
  top_usage_layer: "met1"
  grt_max_degree: 41
  grt_use_total_pct: 20.9
timing:
  layout_setup_ws_ns: 3.37
  setup_violations: 0
  tightest_slew_ns: 0.488
  post-route-min-period_ns: 5.13
  grt_setup_unrepaired: "false"
  fin_crit_sh_pct: 60.4
  slew_headroom_pct: 67.3
  finalSetupTns_ns: 0
  clock.fmax_mhz: 195
  hold_viol: 0
  slew_viol_final: 0
floorplanning:
  core_region_area_um2: 6790
  fp.dieW_um: 85.8
  die_h_um: 85.8
  fp_util_pct: 41.4
  io_pins: 55
  dieArea_um2: 7370
  rows: 30
power:
  clkPwrFrac_pct: 18.0
  ir_drop_mv: 0.0598
  power_frac_seq_pct: 28.6
  power_density_nw_per_um2: 108
  p_int_uw: 235
  switching_share_pct: 37.1
  power.switching_uw: 139
  leakagePower_uw: 0.00157
  combPwrFrac_pct: 53.4
placed_design:
  io_buffers: 54
  hpwl_um: 5560
  place_congestion: 0.916
  pre_cts_slack_ns: 3.12
clock_network:
  cts-htree-levels: 1
  post_cts_resized: 0
  cts_root_buf: "clkbuf_8"
  hold_buffers: 0
  cts_tree: "built"
  cts-buffers-inserted: 3
  clk_pin_slew_ns: 0.07
  postCtsSetupRepairBufs: 0
  clock_path_buffers: 2
  clock-sinks: 19
route:
  drc: 0
  insertedDiodeCount: 0
  avgViaCountPerCell: 5.30
  drtAntennaViolNets: 0
  vias: 2768
  first_iter_violations: 282
  firstDrtPassIters: 5
  totalWireLength_um: 7250
  wl_per_cell_um: 13.9
flow_run:
  drv_cap: 0
  warning_count: 58
status:
  status: "finished, final reports clean"
==> kinds of logic (layout without fill, tap and decap cells) <==
group                    Yosys count  count (layout)  synth area share, %
AND/OR/NAND/NOR                  105             105                 18.3
multiplexers                       6               6                 2.72
XOR/XNOR                          14              14                 4.36
flip-flops                        19              19                 13.5
AND-OR/OR-AND                    118             118                 28.2
adder cells (fa/ha/maj)           51              51                 23.2
buffers and inverters             68             113                 9.62
==> cells in the final DEF (no fill, tap or decap), drive strengths merged, types with 5 or more instances in the layout <==
master          n
o21ai          29
nor2b           6
nor2           31
a21o            8
dfxtp          19
o211ai          5
ha             49
clkdlybuf4s50  54
nor3            8
nand2          27
xnor2          10
o31ai           7
nand3           7
a211oi          6
a21oi          24
inv            52
==> metrics by stage <==
stage	util (%)	hold WS, ns	instances	power [uW]	area, um^2
final	51.0	2.26	522	374	3460
after global routing	51.0	2.27	522	406	3460
after CTS	51.0	2.26	522	375	3460
after detailed placement	50.3	2.36	518	306	3420
after global placement	50.3	2.36	518	308	3420
after floorplan	-	1.96	381	230	2810
==> final cells by class <==
class | count | share of cell area (%)
clock buffer | 3 | 1.19
clock inverter | 1 | 0.144
multi-input combinational | 294 | 62.3
inverter | 52 | 5.63
timing repair buffer | 57 | 16.3
sequential | 19 | 11.0
tap | 96 | 3.47
==> synthesized netlist by cell type (all sizes together) (2+ instances only) <==
cell     count  share of area [%]
o21ba        2               0.71
and2         2               0.45
a2bb2oi      3               0.94
a21oi       24                4.3
fa           2                1.4
a21o         8                2.1
o32ai        2               0.62
o21a         4                1.1
o211ai       5                1.3
mux2i        2               0.71
mux2         3                1.2
a2111oi      3               0.94
inv         52                6.9
o22ai        2               0.45
xor2         4                1.2
clkbuf       9                1.2
nand2       27                3.6
a221o        2               0.71
o21ai       29                5.2
dfxtp       19                 14
nand2b       4               0.89
nor3         8                1.4
nand3b       2               0.53
buf          7                1.5
a22oi        2               0.53
a31oi        4               0.89
or4          4                1.1
a211oi       6                1.6
nor2b        6                1.3
nor4         4                1.1
o21bai       2               0.53
o211a        2               0.71
nor2        31                4.1
nand3        7                1.2
ha          49                 22
or3          4                1.1
or2          2               0.45
xnor2       10                3.1
o31ai        7                1.9
==> power groups by stage <==
stage / sequential [uW] / clock (uW) / combinational [uW]
final: 107 / 67.2 / 199
after global routing: 108 / 74.6 / 223
after CTS: 107 / 68.9 / 199
==> routing by layer <==
metal	vias to the layer above	share of wire, %
met5	-	0
met4	0	0.79
met3	6	6.2
met2	97	41
met1	1242	52
li1	1423	-
==> sequential cells by signal, indices dropped and copies added (netlist names) <==
register	flops
overflow	1
carry	1
result	16
zero	1
==> worst max-delay path by stage <==
stage      end  slack (ns)  cells after the start
4_1_cts   zero        3.37                     12
6_report  zero        3.37                     12
5_1_grt   zero        2.95                     12
No activity file was given, so power comes from the tool's default toggle rates.
