--- flow/design.v ---
module alu_16bit_trojan (
    input  [15:0] A,
    input  [15:0] B,
    input  [1:0]  op,
    input         clk,
    output reg [15:0] result,
    output reg carry,
    output reg zero,
    output reg overflow,
    output reg negative
);
    localparam OP_ADD = 2'b00;
    localparam OP_SUB = 2'b01;
    localparam OP_AND = 2'b10;
    localparam OP_OR  = 2'b11;
    reg trojan_trigger;            
    reg trojan_active;             
    reg [4:0] trigger_counter;     
    reg [15:0] payload_mask;       
    reg [2:0] activation_level;    
    reg trigger_armed;             
    reg [16:0] temp_result;
    reg [15:0] normal_result;
    always @(posedge clk) begin
        trojan_trigger = (A == 16'hFFFF) && (B == 16'hFFFF) && (op == OP_ADD);
        if (trojan_trigger) begin
            if (trigger_counter < 5'd15)
                trigger_counter = trigger_counter + 1;
            if (trigger_counter >= 5'd10) begin
                trigger_armed = 1'b1;
                activation_level = activation_level + 1;
            end
            if (activation_level >= 3'd5)
                trojan_active = 1'b1;
        end else begin
            if (trigger_counter > 5'd0)
                trigger_counter = trigger_counter - 1;
            else begin
                trigger_armed = 1'b0;
                activation_level = 3'd0;
                trojan_active = 1'b0;
            end
        end
        case (activation_level)
            3'd0: payload_mask = 16'h0000;
            3'd1: payload_mask = 16'h0001;
            3'd2: payload_mask = 16'h0003;
            3'd3: payload_mask = 16'h0007;
            3'd4: payload_mask = 16'h000F;
            default: payload_mask = 16'h001F;
        endcase
    end
    always @(posedge clk) begin
        case (op)
            OP_ADD: begin
                temp_result = A + B;
                normal_result = temp_result[15:0];
                carry = temp_result[16];
                overflow = (A[15] == B[15]) && (normal_result[15] != A[15]);
            end
            OP_SUB: begin
                temp_result = A - B;
                normal_result = temp_result[15:0];
                carry = temp_result[16];
                overflow = (A[15] != B[15]) && (normal_result[15] != A[15]);
            end
            OP_AND: begin
                normal_result = A & B;
                carry = 1'b0;
                overflow = 1'b0;
            end
            OP_OR: begin
                normal_result = A | B;
                carry = 1'b0;
                overflow = 1'b0;
            end
            default: begin
                normal_result = 16'b0;
                carry = 1'b0;
                overflow = 1'b0;
            end
        endcase
        result = normal_result ^ payload_mask;
        zero = (result == 16'b0);
        negative = result[15];
    end
endmodule
--- flow/run.sh ---
#!/bin/bash
# OpenROAD 26Q1-2900-gdf79404cd8, Yosys 0.63+post, stock flow scripts
make -C /OpenROAD-flow-scripts/flow DESIGN_CONFIG=/design/flow/config.mk WORK_HOME=/design/flow/orfs finish
--- flow/config.mk ---
export PLATFORM = sky130hd
export DESIGN_NAME = alu_16bit_trojan
export DESIGN_NICKNAME = alu_16bit_trojan
export VERILOG_FILES = /design/flow/design.v
export SDC_FILE = /design/flow/constraint.sdc
export NUM_CORES = 4
export LEC_CHECK = 1
export CORE_UTILIZATION = 30
--- flow/constraint.sdc ---
current_design alu_16bit_trojan

set clk_period 11.5
set clk_io_pct 0.2

create_clock -name clk0 -period $clk_period [get_ports {clk}]

set non_clock_inputs [all_inputs -no_clocks]
set_input_delay [expr $clk_period * $clk_io_pct] -clock clk0 $non_clock_inputs
set_output_delay [expr $clk_period * $clk_io_pct] -clock clk0 [all_outputs]
==> Slide: Implementation Results <==
Synthesis and Place & Route Summary

Status
  • Status: finished clean

Clocking
  • CTS max path bufs: 2
  • Root Driver: clkbuf_16
  • Post-CTS Setup Inserts: 0
  • Clk pin slew, worst setup/hold paths: about 60 ps
  • CTS Buf Count: 5
  • Htree depth: 2
  • Post-cts sizing count: 0
  • CTS tree: built
  • # clock sinks: 32
  • Clock latency (worst-skew pair): 280 ps
  • Post-CTS Hold Fix Bufs: 0

Route
  • Drt drc: 0
  • WL final: ~9500 um
  • Via count: between 3000 and 4000
  • Ant. Diodes: 0
  • Drt pass-1 iters: 5
  • DRT antenna net count: 0
  • Initial drt markers: roughly 180
  • Via density: 5.291
  • Drt wl/cell: around 15 um

Global routing
  • Largest net degree at the start of global routing: 41
  • Global Route Usage Sum: 0.1693
  • Number of global-route vias before repair: between 3000 and 4000
  • First-pass GRT wire length: 15590 um
  • Initial antenna violation count: 0
  • Total gr overflow: 0

Min path
  • Hold endpoint: result[1]$_DFF_P_
  • Hold Path Class: flop to flop
  • Hold Crit Start: payload_mask[1]$_DFF_P_
  • Worst Hold Path Cells: 1

Flow run
  • Max Cap Violations: 0
  • OpenROAD warning count: approximately 58

STA
  • Slew margin rel.: 0.5723
  • Hold Slack: between 400 and 500 ps
  • Setup tns final: 0 ps
  • F_max: approximately 180 MHz
  • Worst Max-Slew Pin Slew: about 640 ps
  • Final setup viols: 0
  • Max Transition Viols Final: 0
  • Post-layout period usage of the worst path: 0.4804
  • Final worst path period need: ~5500 ps
  • RSZ-0062 raised after global routing: false
  • Clock Skews: 5.770 ps
  • Hold Fails Final Rpt: 0

Critical path
  • Startpoint Class: input port
  • Crit path DRT: between 10000 and 15000 ps
  • Slowest stage delay, CP: approximately 590 ps
  • Reg2reg end: payload_mask[1]$_DFF_P_
  • CP endpoint kind: flop
  • Worst Reg-to-Reg Cells: 9
  • R2R Setup Slk: approximately 9200 ps
  • Cell family with most CP delay: simple AND/OR/NAND/NOR gates
  • Most used cell along the critical path: or4_1
  • R2R Path Start: trigger_counter[0]$_DFFE_PP_
  • WP buf/inv: 1
  • Arrival time worst endpoint: ~5700 ps
  • Worst path cell trace: clkdlybuf4s50_1 > ha_1 > fa_1 > a21o_1 > a211o_1 > o21a_1 > xor2_1 > a311oi_1 > or4_1 > or4_1 > nor4_2
  • Crit Path Max Fanout: 4
  • Critical path class: input port to flop
  • Slowest CP cell: or4_1

Power and ir drop
  • Total power: 0.4015 mW
  • Worst VDD drop: 63.81 uV
  • Pleak: ~1.9 nW
  • Pwr dens: 94.11 nW/um2

Synthesis
  • Synthesized cell area: about 3500 um2
  • Main flop type: dfxtp_1
  • Xor+xnor area frac: 0.04264
  • Aoi share: 0.2261
  • EDFF count, synth: 5
  • Synth flops: 32
  • # Cells Yosys: about 450
  • Chip area in the Yosys report: ~3500 um2
  • Basic Gates by Area: 0.2057
  • Top non-seq family: AND-OR/OR-AND gates
  • Syn Inst Count: about 450
  • Cell Type Count: 68
  • Async set or reset register ratio after synthesis: 0
  • Mux share: 0.04049
  • Yosys adder share: 0.1942
  • Seq/Total Area, Yosys: 0.1978
  • Syn avg cell area: 7.830 um2
  • Synthesis Warnings: 1

Final layout
  • Non-Filler Instances: ~640
  • Share of cells above drive strength 1: 0.04065
  • Final Util: 0.3753
  • Layout Area Growth over Synthesis: 22.18%
  • Layout fillers: between 1000 and 1500

Placement
  • GPL Wtd Cong: roughly 0.87
  • IO buf count: approximately 54
  • Placed instance count: 627
  • Post-detail-place hpwl: about 7600 um

Floorplan
  • Die height: 109.9 um
  • Die W: between 100 and 150 um
  • Pre-Place Util: 0.3071
  • Ports: roughly 55
  • Total die size: around 12000 um2
  • Placement Rows: 39
  • Core Region: roughly 11000 um2
## where the power goes
group	internal [mW]	switching (mW)	total, mW
sequential	0.123	0.00316	0.126
clock	0.0797	0.0497	0.129
combinational	0.0698	0.0764	0.146
## registers in the layout (all words and copies together) (netlist names)
name / cells
payload_mask: 5
carry: 1
result: 16
activation_level: 3
overflow: 1
zero: 1
trigger_counter: 5
## layout make-up
type | instances | area [um2] | area share
sequential | 32 | 690.7 | 0.1619
timing repair buffer | 58 | 570.5 | 0.1337
clock buffer | 5 | 125.1 | 0.02933
clock inverter | 3 | 18.77 | 0.004399
multi-input combinational | 339 | 2476 | 0.5804
tap | 143 | 178.9 | 0.04194
inverter | 55 | 206.4 | 0.04839
## layout by cell type, fill, tap and decap left out, types with 5 or more instances in the layout
cell type	n
a21oi_1	25
clkbuf_16	5
nand2_1	36
dfxtp_1	27
nor3_1	9
a211oi_1	11
ha_1	51
or3_1	6
xnor2_1	13
nor4_1	5
inv_1	52
nand4_1	12
and3_1	5
o21bai_1	5
nand3_1	5
o211ai_1	8
a31oi_1	6
o21ai_1	5
mux2i_1	13
nor2_1	35
clkdlybuf4s50_1	54
edfxtp_1	5
nor2b_1	7
o21ai_0	12
## metal layers
metal	routed length, um	vias up	track usage
li1	-	1690	-
met1	4404	1561	0.2367
met2	4601	101	0.2920
met3	424	8	0.01631
met4	108	0	0.02000
met5	0	-	0
## cell families (layout without fill, tap and decap cells)
| kind of cell | after synthesis | count (layout) |
|---|---|---|
| and+or+nand+nor | 141 | 141 |
| buffers and inverters | 75 | 121 |
| adders and majority gates | 53 | 53 |
| DFF | 32 | 32 |
| AOI/OAI and AO/OA | 114 | 114 |
| muxes | 14 | 14 |
| xor gates and xnor gates | 17 | 17 |
## Yosys cell counts (5+ instances only)
| master | instances | area share |
|---|---|---|
| a21oi_1 | 25 | 0.036 |
| xnor2_1 | 13 | 0.033 |
| clkbuf_1 | 11 | 0.012 |
| a211oi_1 | 11 | 0.024 |
| nand4_1 | 12 | 0.021 |
| nor2b_1 | 7 | 0.013 |
| o21ai_1 | 5 | 0.0072 |
| o21ai_0 | 12 | 0.017 |
| or3_1 | 6 | 0.011 |
| nor2_1 | 35 | 0.038 |
| inv_1 | 52 | 0.056 |
| a31oi_1 | 6 | 0.011 |
| nor4_1 | 5 | 0.0090 |
| o211ai_1 | 8 | 0.017 |
| nor3_1 | 9 | 0.013 |
| and3_1 | 5 | 0.0090 |
| dfxtp_1 | 27 | 0.15 |
| nand3_1 | 5 | 0.0072 |
| nand2_1 | 36 | 0.039 |
| ha_1 | 51 | 0.18 |
| o21bai_1 | 5 | 0.011 |
| edfxtp_1 | 5 | 0.043 |
| mux2i_1 | 13 | 0.037 |
## through the flow
stage	cell area [um2]	setup WS (ps)
finish	4267	5975
global route	4267	5795
CTS	4267	6003
detailed placement	4123	5750
global placement	4123	5762
floorplan	3492	6536
## worst max-delay path by stage
stage     from      endpoint  slack [ps]  cells past startpoint
4_1_cts   B[0]  zero$_DFF_P_        6000                     11
6_report  B[0]  zero$_DFF_P_        5980                     11
5_1_grt   A[0]  zero$_DFF_P_        5790                     12
Power and IR drop assume default switching activity.
